==> design.v <==
`timescale 1ns / 1ps
module UART_rx # (
    parameter           OVERSAMPLE  =   16
)(
    input               rx,
    input               rst,
    input               baud_sample_tick,
    input               clk,
    output  reg [7:0]   received_byte,
    output  reg         rx_done
    );
    localparam  IDLE_STATE  =   0;
    localparam  START_STATE =   1;
    localparam  DATA_STATE  =   2;
    localparam  DONE_STATE  =   3;
    localparam  BAUD_SAMPLE_TICK_COUNTER_WIDTH = $clog2(OVERSAMPLE);
    reg [1:0]   STATE;
    reg [3:0]   bit_counter;
    reg [BAUD_SAMPLE_TICK_COUNTER_WIDTH-1:0]    baud_sample_tick_counter;
    reg         baud_sample_tick_d;
    reg         baud_sample_tick_posedge;
    always @ (posedge clk or posedge rst) begin
        if (rst) begin
            STATE <= IDLE_STATE;
            baud_sample_tick_counter <= 0;
            bit_counter <= 0;
            rx_done <= 0;
            received_byte <= 0;
        end else begin        
            if (baud_sample_tick_posedge) begin
                case (STATE)
                    IDLE_STATE: begin
                        rx_done <= 0;
                        bit_counter <= 0;
                        baud_sample_tick_counter <= 0;
                        if (!rx) begin
                            STATE = START_STATE;
                        end
                    end
                    START_STATE: begin
                        if(baud_sample_tick_counter == ((OVERSAMPLE / 2) - 1)) begin
                            STATE <= DATA_STATE;
                            baud_sample_tick_counter <= 0;
                        end else begin
                            baud_sample_tick_counter <= baud_sample_tick_counter + 1;
                        end
                    end
                    DATA_STATE: begin
                        if(baud_sample_tick_counter == (OVERSAMPLE - 1)) begin
                            if(bit_counter == 8) begin
                                STATE <= DONE_STATE;
                                bit_counter <= 0;
                            end else begin
                                received_byte[bit_counter] <= rx;
                                bit_counter <= bit_counter + 1;
                            end
                            baud_sample_tick_counter <= 0;
                        end else begin
                            baud_sample_tick_counter <= baud_sample_tick_counter + 1;
                        end
                    end
                    DONE_STATE: begin
                        if(baud_sample_tick_counter == ((OVERSAMPLE / 2) - 1)) begin
                            rx_done <= 1;
                            STATE <= IDLE_STATE;
                            baud_sample_tick_counter <= 0;
                        end else begin
                            baud_sample_tick_counter <= baud_sample_tick_counter + 1;
                        end
                    end
                endcase
            end
        end
    end
    always @(posedge clk) begin
        baud_sample_tick_d <= baud_sample_tick;
        baud_sample_tick_posedge <= baud_sample_tick & ~baud_sample_tick_d;
    end
endmodule
==> run.sh <==
#!/bin/bash
# OpenROAD 26Q1-2900-gdf79404cd8, Yosys 0.63+post, stock flow scripts
make -C /OpenROAD-flow-scripts/flow DESIGN_CONFIG=/design/flow/config.mk WORK_HOME=/design/flow/orfs finish
==> config.mk <==
export PLATFORM = sky130hd
export DESIGN_NAME = UART_rx
export DESIGN_NICKNAME = UART_rx
export VERILOG_FILES = /design/flow/design.v
export SDC_FILE = /design/flow/constraint.sdc
export NUM_CORES = 4
export LEC_CHECK = 1
export CORE_AREA = 10 10 91 91
export DIE_AREA = 0 0 101 101
==> constraint.sdc <==
current_design UART_rx

set clk_period 2.6
set clk_io_pct 0.2

create_clock -name clk0 -period $clk_period [get_ports {clk}]

set non_clock_inputs [all_inputs -no_clocks]
set_input_delay [expr $clk_period * $clk_io_pct] -clock clk0 $non_clock_inputs
set_output_delay [expr $clk_period * $clk_io_pct] -clock clk0 [all_outputs]
==> Implementation_results.wiki <==
=== Synthesis and place and route ===
{| class="wikitable"
! Metric !! Value
|-
| Run status || completed
|-
| Max Fclk || 0.474 GHz
|-
| Main area contributors || dfrtp_1 (40%), ha_1 (6.0%), nand2_1 (4.5%)
|-
| Number of gates resized after cts || 0
|-
| Dominant logic cell types in the final layout || dfrtp_1 (20), nand2_1 (15), clkdlybuf4s50_1 (12)
|-
| Setup slack, reg-to-reg || 0.49 ns
|-
| Crit-path max FO || 11
|-
| Most common cell after layout, fill and taps aside || dfrtp_1
|-
| Initial antenna violation count || 0
|-
| Number of register bits inferred by synthesis || 23
|-
| Final Hold Violation Tally || 0
|-
| Endpoint of the worst setup timing path || received_byte[4]
|-
| Unique masters post-synth || 42
|-
| DRC violation total after the first TritonRoute iteration || about 60
|-
| Syn Inst Count || roughly 130
|-
| Count of hold-fix buffers inserted at cts || 0
|-
| Remaining global-route overflow || 0
|-
| Slowest stage cell on the critical path || dfrtp_1
|-
| RR Startpoint || bit_counter[0]
|-
| Worst path max stage delay || 0.55 ns
|-
| Total number of placement rows || 29
|-
| Initial standard-cell utilization of the core || between 10% and 20%
|-
| Number of gates on the worst path with buffers counted || 6
|-
| Clock sink count || 23
|-
| Placement Cell Area || about 1400 um^2
|-
| Pin count of the biggest net entering global routing || 22
|-
| Critical path launch point || bit_counter[0]
|-
| Worst Hold Class || reg -> reg
|-
| Dominant synthesized flop cell || dfrtp_1
|-
| Layout Utilization || 23.5%
|-
| Source-to-sink clock delay at the later pin of the worst-skew pair || 0.27 ns
|-
| Cell count of the worst reg-to-reg path || 6
|-
| Rel. slew slack || 47.8%
|-
| Horizontal die size || approximately 100 um
|-
| Post-Syn Area || 1240 um^2
|-
| Tightest Pin Transition || 0.783 ns
|-
| Crit Reg-Reg Endpoint || received_byte[4]
|-
| Critical Path AT || ~2.3 ns
|-
| Category of the worst setup path capture point || flop
|-
| Critical Path Start Type || flop
|-
| First-pass GRT wire length || 4580 um
|-
| Vias in the first global route || 955
|-
| Worst IR drop on VDD || 0.192 mV
|-
| Post-synthesis area per instance || a little under 10 um^2
|-
| CTS clock-pin slew for the worst setup and hold paths || 0.09 ns
|-
| Ordered list of cells on the worst path || inv_1 > ha_1 > xnor2_1 > o211ai_4 > nor4_1 > mux2_1
|-
| Power Total || between 1000 and 1500 uW
|-
| H-tree level count || 1
|-
| PortBufs || 12
|-
| Power per cell area || 708 nW/um^2
|-
| CP top delay family || flip-flops
|-
| Library cell occupying the most area in the post-synthesis netlist || dfrtp_1
|-
| Antenna Violating Nets Remaining || 0
|-
| Ys Warns || 1
|-
| Hold Path Cell Cnt || 1
|-
| Share of synthesized area occupied by flip-flops and latches || 45.5%
|-
| Fraction of registers with async set/reset || slightly above 90%
|-
| Endpoints failing setup || 0
|-
| Unrepaired setup endpoints after global routing || no
|-
| Worst-case clock buffer depth || 2
|-
| Overall global routing resource usage || 5.27%
|-
| Fin area || 1490 um^2
|-
| Worst setup skew after layout || 0.00527 ns
|-
| Fraction of final layout cells with drive strength greater than 1 || 8.57%
|-
| Total die size || 10,200 um^2
|-
| Final weighted congestion in routability-driven placement || 0.840
|-
| Synthesis-to-finish area growth || 19.8%
|-
| Required time worst endpoint || around 2.8 ns
|-
| Sum of net half-perimeters after detailed placement || 1930 um
|-
| Vert. Die Dim || 101 um
|-
| Static leakage power || 0.000568 uW
|-
| Type of the worst setup path || reg -> reg
|-
| Clock tree from TritonCTS || built
|-
| Synthesis area per yosys || 1240 um^2
|-
| Cell at the root of the clock tree || clkbuf_8
|-
| Via count of the routed design || around 970
|-
| Post-detailed-route via-to-cell ratio || 4.45
|-
| Number of violations of the max-capacitance limit || 0
|-
| Clock period minus worst slack || 2.11 ns
|-
| Count of instantiated cells in the yosys netlist || around 130
|-
| Post-CTS setup buffers || 0
|-
| WP buf/inv || 1
|-
| Count of flip-flops with a built-in enable after synthesis || 0
|-
| Worst hold slack || 0.388 ns
|-
| Final period util || between 80% and 90%
|-
| Top area contributor share || 40.2%
|-
| Pins over their slew limit || 0
|-
| Number of buffers inserted during clock tree synthesis || 3
|-
| Routed Wire Length || 2580 um
|-
| Tally of OpenROAD warnings || 29
|-
| Fin Setup TNS || 0 ns
|-
| Ports placed on the boundary || 13
|-
| Total inserted antenna cells || 0
|-
| Detailed Routing Iterations Pass 1 || 4
|-
| Placeable core area || 6350 um^2
|-
| Routed length per instance || 11.9 um
|-
| Post-route DRC violation count || 0
|}
per-stage QoR:
stage                     worst slack, ns  cells
after floorplan                     0.715    128
after global placement              0.598    213
after detailed placement            0.546    213
after CTS                           0.508    217
after global routing                0.283    217
final                               0.489    217
cell usage after synthesis, types with 2 or more instances:
cell type / n
and3_1: 2
buf_2: 3
dfrtp_1: 20
dfxtp_1: 2
ha_1: 6
inv_1: 9
mux2_1: 2
mux2i_1: 2
nand2_1: 15
nand2b_1: 2
nand3_1: 6
nor2_1: 6
nor2b_1: 2
nor3_2: 2
nor4_1: 2
o21ai_0: 8
o21ai_1: 8
o31ai_1: 4
o41ai_1: 4
kinds of logic (layout without fill, tap and decap cells):
family                     after synthesis  after routing  synth area share (%)
buffers and inverters                   13             25                  4.22
and+or+nand+nor                         46             46                  19.9
adders and majority gates                6              6                  6.03
muxes                                    4              4                  3.42
AOI/OAI and AO/OA                       34             34                  18.9
xor gates and xnor gates                 2              2                  2.01
DFF                                     23             23                  45.5
worst reg2reg max path, stage by stage (launching register included):
cell	delay, ns
dfrtp_1	0.55
inv_1	0.16
ha_1	0.28
xnor2_1	0.26
o211ai_4	0.16
nor4_1	0.24
mux2_1	0.35
report_power, final:
group / internal, uW / leakage (uW) / switching (uW)
registers: 409 / 0.000249 / 105
clock network: 108 / 0.0000217 / 119
logic: 130 / 0.000298 / 185
registers in the layout (all words and copies together) (netlist names):
| register | count |
|---|---|
| baud_sample_tick_d | 1 |
| STATE | 4 |
| baud_sample_tick_counter | 4 |
| received_byte | 8 |
| rx_done | 1 |
| bit_counter | 4 |
| baud_sample_tick_posedge | 1 |
per-layer routing:
layer,GRT usage (%),routed length (um),up-vias
met3,1.66,139,4
met5,0,0,-
met4,0.643,31,0
met1,7.36,1260,461
met2,8.06,1140,12
li1,-,-,489
cell type report:
cell class | instances | area (um^2)
flip-flops and latches | 23 | 567
repair buffers | 12 | 120
clock buffers | 3 | 41.3
well taps | 77 | 96.3
inverters | 9 | 33.8
clock inverters | 1 | 7.51
fillers | 676 | 4860
multi-input cells | 92 | 626
worst min path at each step:
stage	from	to	slack, ns
global route	baud_sample_tick_d	baud_sample_tick_posedge	0.40
CTS	baud_sample_tick_d	baud_sample_tick_posedge	0.39
finish	baud_sample_tick_d	baud_sample_tick_posedge	0.39
Power is estimated from default activity; no workload was simulated.
