==> design/flow/design.v <==
`timescale 1ns / 1ps
module UART_tx # (
    parameter           OVERSAMPLE  =   16
)(
    input               tx_start,
    input       [7:0]   byte_to_send,
    input               rst,
    input               baud_sample_tick,
    input               clk,
    output  reg         tx,
    output  reg         tx_busy
    );
    localparam  IDLE_STATE  =   0;
    localparam  START_STATE =   1;
    localparam  DATA_STATE  =   2;
    localparam  DONE_STATE  =   3;
    localparam  BAUD_SAMPLE_TICK_COUNTER_WIDTH = $clog2(OVERSAMPLE);
    reg [1:0]   STATE;
    reg [BAUD_SAMPLE_TICK_COUNTER_WIDTH-1:0] baud_sample_tick_counter;
    reg [2:0]   bit_counter;
    reg         baud_tick;
    reg         baud_sample_tick_d;
    reg         baud_sample_tick_posedge;
    reg [7:0]   tx_byte;
    always @ (posedge clk or posedge rst) begin
        if (rst) begin
            STATE <= IDLE_STATE;
            tx <= 1;
            tx_busy <= 0;
            bit_counter <= 0;
            baud_sample_tick_counter <= 0;
        end else begin
            if (STATE == IDLE_STATE && tx_start) begin
                tx_busy <= 1;
                STATE <= START_STATE;
                bit_counter <= 0;
                baud_sample_tick_counter <= 0;
                tx_byte <= byte_to_send;
            end
            baud_sample_tick_d <= baud_sample_tick;
            baud_sample_tick_posedge <= baud_sample_tick & ~baud_sample_tick_d;
            if (baud_sample_tick_posedge) begin
                if (baud_sample_tick_counter == (OVERSAMPLE - 1)) begin
                    baud_tick <= 1;
                    baud_sample_tick_counter <= 0;
                end else begin
                    baud_sample_tick_counter <= baud_sample_tick_counter + 1;
                end
            end else begin
                baud_tick <= 0;
            end
            if (baud_tick) begin
                case (STATE)
                    IDLE_STATE: begin
                        tx <= 1;
                        tx_busy <= 0;
                    end
                    START_STATE: begin
                        tx <= 0;
                        STATE <= DATA_STATE;
                    end
                    DATA_STATE: begin
                        tx <= tx_byte[bit_counter];
                        if (bit_counter == 7) begin
                            STATE <= DONE_STATE;
                            bit_counter <= 0;
                        end else begin
                            bit_counter <= bit_counter + 1;
                        end
                    end
                    DONE_STATE: begin
                        tx <= 1;
                        STATE <= IDLE_STATE;
                    end
                endcase
            end
        end
    end
endmodule
==> design/flow/run.sh <==
#!/bin/bash
# OpenROAD 26Q1-2900-gdf79404cd8, Yosys 0.63+post, stock flow scripts
make -C /OpenROAD-flow-scripts/flow DESIGN_CONFIG=/design/flow/config.mk WORK_HOME=/design/flow/orfs finish
==> design/flow/config.mk <==
export PLATFORM = sky130hd
export DESIGN_NAME = UART_tx
export DESIGN_NICKNAME = UART_tx
export VERILOG_FILES = /design/flow/design.v
export SDC_FILE = /design/flow/constraint.sdc
export NUM_CORES = 4
export LEC_CHECK = 1
export CORE_AREA = 10 10 111 111
export DIE_AREA = 0 0 121 121
==> design/flow/constraint.sdc <==
current_design UART_tx

set clk_period 2.2
set clk_io_pct 0.2

create_clock -name clk0 -period $clk_period [get_ports {clk}]

set non_clock_inputs [all_inputs -no_clocks]
set_input_delay [expr $clk_period * $clk_io_pct] -clock clk0 $non_clock_inputs
set_output_delay [expr $clk_period * $clk_io_pct] -clock clk0 [all_outputs]
==> Changelog: implementation <==
### Implementation results

* Clock Power Share at 26.1%
* Max_cap viols at 0
* Fmax at 0.5858 GHz
* Syn Area/Cell at between 10 and 15 µm²
* CTS resizes at 0
* Final GP Congestion at 0.7721
* Status: finished, final reports clean
* Chip footprint at 14640 µm²
* Post-synthesis adder-cell area fraction at 4.808%
* Slowest-stage cell, CP: dfstp_2
* Post-synth ARST share at between 50 and 60%
* Chip Area, Yosys at 1041 µm²
* Combinational group share of total power at 22.1%
* Ys flops at 24
* CP max FO at 2
* Ao+oa area frac at 12.62%
* Fp util at 10.55%
* Yosys Instances at 84
* Die Ht at 121 µm
* Net Switching at 0.0003466 W
* Port Buffer Count at 13
* Grt ovf at 0
* Endpoints failing setup at 0
* Global Route Usage Sum at 2.670%
* WP data arrival at 1270 ps
* Hold path start: baud_sample_tick_counter[3]
* Non-filler instance count after layout at about 230
* Total core area at 9864 µm²
* WL final at 1.939 mm
* Via/cell ratio at roughly 2.8
* Post-synthesis mux area share at under 10%
* WP data required at 1760 ps
* Peak VDD IR at 0.2563 mV
* Pleak at 0.5141 nW
* Int Power at 0.0009350 W
* Setup TNS at 0 ps
* Worst-skew pair later-pin latency at 270 ps
* Drt initial violations at 44
* Share of cells above drive strength 1 at 11.00%
* Tool warning count at 26
* Ys Warns at 1
* First-pass GRT wire length at 3.160 mm
* Cells after synthesis at about 84
* Post-synth EDFFs at 11
* Num CTS Buffers at 3
* CP Capture Type: primary output
* Router iterations before antenna repair at 4
* Htree depth at 1
* CTS tree: done
* Final critical-path required period at 1707 ps
* Seq/Total Area, Yosys at 63.22%
* Initial antenna violation count at 0
* Synth Area in Simple Gates at 10.70%
* Reg-to-Reg Start: bit_counter[0]
* Clock-pin slew on the worst setup and hold paths at 90 ps
* Commonest Layout Cell: clkdlybuf4s50_1
* Number of setup buffers added after CTS at 0
* Slew at the pin with the worst max-slew slack at approximately 320 ps
* Crit path kind: reg2out
* Ys flop type: edfxtp_1
* Clock Sinks at 24
* Rows at 36
* Main logic family: AND-OR/OR-AND gates
* Antenna cell count at 0
* Cycle use final at 77.59%
* Worst R2R Path Depth at 3
* RSZ-0062 raised after global routing: no
* Hold buffers post-CTS at 0
* Hold violation count in the final report at 0
* Largest net degree at the start of global routing at 15
* CP bufs+invs at 1
* DP Cell Count at 229
* Drt drc at 0
* Post-DP HPWL at around 1.5 mm
* Vias post-DR at 658
* Vias in the first global route at 647
* DR WL/cell at 8.322 µm
* WHS at between 400 and 500 ps
* Hold Crit Class: reg2reg
* Distinct lib cells at 26
* Most frequent cells in the layout: clkdlybuf4s50_1, dfrtp_1, edfxtp_1
* Sw Ratio at between 20 and 30%
* Max Clock Skew at 14.80 ps
* Worst setup SP type: flop
* Synthesized area at 1041 µm²
* Syn-to-layout area delta at 34.37%
* Xor/xnor share at 0%
* Slew Limit Headroom at between 70% and 80%
* Post-detailed-route count of antenna-violating nets at 0
* Worst-path cell chain: clkdlybuf4s50_1
* Crit path from: tx
* Part of the power in registers at 51.9%
* Clk root buf: clkbuf_8
* Max stage delay on crit path at around 540 ps
* Die X at 121 µm
* # IOs at 14
* Levels on crit path at 1
* Hold path cells at 1
* CTS Buffer Depth at 2
* CP top delay family: flip-flops
* Cell area power density at 916.2 nW/µm²
* Pins Over Slew Limit at 0
-- stage by stage --
stage	setup WS [ps]	utilization, %	total power [W]	area [µm²]
2_1_floorplan	774.9	-	0.0008707	1041
3_3_place_gp	433.8	13.51	0.0009608	1333
3_5_place_dp	393.9	13.51	0.0009678	1333
4_1_cts	451.9	14.18	0.001307	1399
5_1_grt	430.4	14.18	0.001377	1399
6_report	493.1	14.18	0.001282	1399
-- metal layers --
metal,track usage [%],vias up,wire [µm]
li1,-,333,-
met1,3.673,310,908
met2,4.048,13,916
met3,0.8503,2,96
met4,0.5279,0,18
met5,0,-,0
-- cells by family (layout without fill, tap and decap cells) --
logic type / Yosys count / count (layout)
buffers and inverters: 7 / 23
adders and majority gates: 4 / 4
AOI/OAI and AO/OA: 20 / 20
muxes: 5 / 5
DFF: 24 / 24
and+or+nand+nor: 24 / 24
-- path summary, 6_finish.rpt --
path | endpoint | slack, ps
hold reg to reg | baud_sample_tick_counter[3] | 480
min in group asynchronous | baud_sample_tick_counter[1] | 640
hold / removal | baud_sample_tick_counter[3] | 480
setup / recovery | tx | 490
setup reg to reg | bit_counter[2] | 820
max in group asynchronous | tx | 1310
-- cell type report --
class / instances / area [µm²]
well taps: 133 / 166.4
flip-flops and latches: 24 / 658.1
inverters: 4 / 15.01
clock buffers: 4 / 66.31
multi-input cells: 53 / 347.8
repair buffers: 15 / 145.1
fillers: 1094 / 8466
-- registers in the layout (all words and copies together), names as in the netlist --
name	count
tx_byte	8
STATE	4
baud_sample_tick_posedge	1
baud_tick	1
bit_counter	3
baud_sample_tick_d	1
baud_sample_tick_counter	4
tx_busy	1
tx	1
-- power groups by stage --
stage | Sequential (W) | Combinational (W) | Clock [W]
CTS | 0.000667 | 0.000293 | 0.000347
global route | 0.000683 | 0.000329 | 0.000365
finish | 0.000665 | 0.000283 | 0.000334
-- Yosys cell counts (all sizes together) (2+ instances only) --
library cell  instances  area share [%]
inv                   4             1.4
a21oi                 6             3.2
dfrtp                11              26
a22o                  3             2.6
ha                    4             4.8
nand3                 3             1.4
mux2i                 4             3.8
o21ai                 7             3.4
nor2                  5             1.8
edfxtp               11              32
nor2b                 2             1.2
nand3b                2             1.4
dfstp                 2             5.0
nand2                10             3.6
buf                   2             1.6
Power is estimated from default activity; no workload was simulated.
